## design/flow/design.v

```verilog
module full_adder(
    input A, B, cin,
    output Y, cout
);
    assign Y = (A ^ B ^ cin);
    assign cout = (B & cin) |
                  (A & B) |
                  (A & cin);
endmodule
module twos_compliment (
        input [7:0] A,
        output [7:0] Y
);
wire [7:0] carry;
full_adder one(
        .A(~A[0]),
        .B(1'b0),
        .cin(1),
        .Y(Y[0]),
        .cout(carry[0])
     );
     full_adder two(
        .A(~A[1]),
        .B(1'b0),
        .cin(carry[0]),
        .Y(Y[1]),
        .cout(carry[1])
     );
     full_adder three(
        .A(~A[2]),
        .B(1'b0),
        .cin(carry[1]),
        .Y(Y[2]),
        .cout(carry[2])
     );
     full_adder four(
        .A(~A[3]),
        .B(1'b0),
        .cin(carry[2]),
        .Y(Y[3]),
        .cout(carry[3])  
     );
     full_adder five(
        .A(~A[4]),
        .B(1'b0),
        .cin(carry[3]),
        .Y(Y[4]),
        .cout(carry[4])
     );
     full_adder six(
        .A(~A[5]),
        .B(1'b0),
        .cin(carry[4]),
        .Y(Y[5]),
        .cout(carry[5])
     );
     full_adder seven(
        .A(~A[6]),
        .B(1'b0),
        .cin(carry[5]),
        .Y(Y[6]),
        .cout(carry[6])
     );
     full_adder eight(
        .A(~A[7]),
        .B(1'b0),
        .cin(carry[6]),
        .Y(Y[7]),
        .cout(carry[7])
     );
endmodule
```

## design/flow/run.sh

```bash
#!/bin/bash
# OpenROAD 26Q1-2900-gdf79404cd8, Yosys 0.63+post, stock flow scripts
make -C /OpenROAD-flow-scripts/flow DESIGN_CONFIG=/design/flow/config.mk WORK_HOME=/design/flow/orfs finish
```

## design/flow/config.mk

```make
export PLATFORM = sky130hd
export DESIGN_NAME = twos_compliment
export DESIGN_NICKNAME = twos_compliment
export VERILOG_FILES = /design/flow/design.v
export SDC_FILE = /design/flow/constraint.sdc
export NUM_CORES = 4
export LEC_CHECK = 1
export CORE_AREA = 10 10 70 70
export DIE_AREA = 0 0 80 80
```

## design/flow/constraint.sdc

```tcl
current_design twos_compliment

set clk_period 3.2
set clk_io_pct 0.2

create_clock -name clk0 -period $clk_period

set non_clock_inputs [all_inputs -no_clocks]
set_input_delay [expr $clk_period * $clk_io_pct] -clock clk0 $non_clock_inputs
set_output_delay [expr $clk_period * $clk_io_pct] -clock clk0 [all_outputs]
```

==> CHANGELOG.md <==
### Implementation results

* Avg WL per Cell at 5.84 µm
* Chip Area, Yosys at 170 µm²
* Storage cell area at 0 µm²
* Syn avg cell area at 7.73 µm²
* Die ar. at 0.00640 mm²
* Combinational power share at 100.0%
* Post-route ant nets at 0
* Initial drt markers at 0
* IO buf count at 16
* Final Cell Area at 369 µm²
* Status: completed
* Slew Limit Fails at 0
* Number of vias in the routed layout at 144
* Clock buffers at 0
* Critical Path AT at 2.38 ns
* Max-Cap Viols at 0
* Final tally of hold violations at 0
* GPL Wtd Cong at 0.738
* Top cell area share at 44.1%
* Routed vias/inst at 1.89
* Largest cells by area: ha_1 (44%), buf_4 (35%), inv_1 (15%), xnor2_1 (5.1%)
* WL final at 444 µm
* Setup Viol. Count Final at 0
* Part of the power in registers at 0%
* Fill cells at 396
* Slew @ Worst Pin at 0.116 ns
* Simple-Gate Fraction of Synth Area at 0%
* Yosys cell count at 22
* Largest net degree at the start of global routing at 3
* Core Area at 0.00342 mm²
* Clock Power Share at 0%
* Postcts setup bufs at 0
* Initial antenna violation count at 0
* Dominant kind of combinational cell: buffers and inverters
* Cell Type Count at 4
* MUX area fraction at 0%
* Int Pwr at 0.0245 mW
* CP Capture Type: output port
* Synth Cell Area at 170 µm²
* DP Wirelength at 409 µm
* Post-CTS Hold Fix Bufs at 0
* Design Power at 0.0328 mW
* Area grow syn2layout at 117%
* Gr usage total at 1.29%
* Startpoint types: input pin
* Hold Crit Class: in2out
* Fmax at 0.331 GHz
* Share of cells above drive strength 1 at 20.0%
* Seq_cells at 0
* Synthesized instance count at 22
* Die H at 80 µm
* Adder Area Share at 44.1%
* Yosys aoi share at 0%
* Vias in the first global route at 155
* Relative slew slack at 92.2%
* CP max FO at 1
* Cell taking the most area after synthesis: ha_1
* First-pass GRT wire length at 683 µm
* RSZ-0062 raised after global routing: no
* Setup CP Type: in2out
* FP Util at 4.98%
* Period utilisation layout at 94.5%
* Tool warning count at 32
* Post-route worst setup slack at 0.177 ns
* Xor+xnor area frac at 5.15%
* Static leakage at 0.160 nW
* Synth warn at 1
* DP Area at 328 µm²
* Drt first pass iters at 1
* Pwr Density at 88.8 mW/mm²
* CP required at 2.56 ns
* FP Rows at 21
* Switch share at 25.4%
* Tmin final at 3.02 ns
* Die Span X at 80 µm
* Comb area at 126 µm²
* Seq share, synth at 0%
* Setup slack after placement at -0.412 ns
* I/O pin cnt at 16
* P_sw at 0.00832 mW
* Final global-route overflow total at 0
* Worst hold slack at 1.93 ns
* Maximum VDD drop at 27.1 µV
* Diode count at 0
* DRC Markers at 0
==> layout by cell type, fill, tap and decap left out <==
cell,synthesis,layout
clkdlybuf4s50_1,0,12
ha_2,0,2
inv_2,0,1
dlygate4sd2_1,0,3
inv_1,7,6
ha_4,0,3
ha_1,6,1
dlymetal6s2s_1,0,1
xnor2_1,1,1
==> final timing paths <==
check                 start   end  slack (ns)  cells past startpoint
worst min-delay path   A[0]  Y[0]        1.93                      2
worst max-delay path   A[2]  Y[5]        0.18                      7
==> layout make-up <==
| cell class | count | area share [%] |
|---|---|---|
| inverters | 7 | 7.12 |
| multi-input cells | 7 | 34.2 |
| well taps | 46 | 15.6 |
| repair buffers | 16 | 43.1 |
==> metrics by stage <==
stage / util [%] / setup TNS, ns / std cells
floorplan: - / 0 / 22
global placement: 9.60 / -0.793 / 76
detailed placement: 9.60 / -0.872 / 76
CTS: 10.4 / 0 / 76
global route: 10.8 / 0 / 76
finish: 10.8 / 0 / 76
==> metal layers <==
layer	up-vias	wire length, µm	track usage [%]
met5	-	0	0
met4	0	0	0
met3	0	163	1.82
met2	14	96	1.20
met1	57	184	1.65
li1	73	-	-
==> synthesized netlist by cell type <==
cell type	instances
buf_4	8
xnor2_1	1
ha_1	6
inv_1	7
==> critical path: stages <==
cell and delay (ns):
clkdlybuf4s50_1 0.45, inv_1 0.06, ha_4 0.16, ha_4 0.15, ha_2 0.16, ha_2 0.31
clkdlybuf4s50_1 0.46
==> repair_timing <==
action                                 CTS  global route
pin swaps                                3             0
setup endpoints to repair                3             2
gates resized                           10             3
endpoints found under the hold margin    0             0
==> logic make-up after synthesis <==
kind of cell and count (synthesis):
xor+xnor 1, fa+ha+maj 6, buf+inv 15
==> power groups by stage <==
stage	combinational (mW)	clock [mW]	sequential, mW
CTS	0.0326	0	0
finish	0.0328	0	0
global route	0.0381	0	0
Power is estimated from default activity; no workload was simulated.
