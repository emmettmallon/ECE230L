### run.sh
#!/bin/bash
# OpenROAD 26Q1-2900-gdf79404cd8, Yosys 0.63+post, stock flow scripts
make -C /OpenROAD-flow-scripts/flow DESIGN_CONFIG=/design/flow/config.mk WORK_HOME=/design/flow/orfs finish
### config.mk
export PLATFORM = sky130hd
export DESIGN_NAME = demux
export DESIGN_NICKNAME = demux
export VERILOG_FILES = /design/flow/design.v
export SDC_FILE = /design/flow/constraint.sdc
export NUM_CORES = 4
export LEC_CHECK = 1
export CORE_AREA = 10 10 70 70
export DIE_AREA = 0 0 80 80
### constraint.sdc
current_design demux

set clk_period 1.0
set clk_io_pct 0.2

create_clock -name clk0 -period $clk_period

set non_clock_inputs [all_inputs -no_clocks]
set_input_delay [expr $clk_period * $clk_io_pct] -clock clk0 $non_clock_inputs
set_output_delay [expr $clk_period * $clk_io_pct] -clock clk0 [all_outputs]
### design.v
module demux(
    input wire[7:0] data,
    input wire[1:0] sel,
    output reg[7:0] A,
    output reg[7:0] B,
    output reg[7:0] C, 
    output reg[7:0] D
);
    always @(*) begin
    A = 8'b0;
    B = 8'b0;
    C = 8'b0;
    D = 8'b0;
        case (sel) 
            2'b00: A = data;
            2'b01: B = data;
            2'b10: C = data;
            2'b11: D = data;
        endcase
   end
endmodule
==> impl_metrics.yaml <==
# synthesis and place-and-route metrics
critical_path:
  setup.worst_path.class: "input port to primary output"
  path_max_fanout: 4
  endpoint_kind: "primary output"
  critPathLaunchType: "input port"
  cp_data_arrival_time_ns: 0.92
  required_ns: 0.80
global_routing:
  grt_max_degree: 9
  grt_usage: 0.0658
  grt_pass1_vias: 613
  antenna_found_initial: 0
  grt_overflow: 0
  grt_pass1_wl_um: 3440
power:
  p_sw_frac: 0.313
  pwr-share-seq: 0
  power.total_uw: 366
  powerDensity_nw_per_um2: 351
  p_comb_frac: 1.000
  ir_drop_mv: 0.137
  p_int_uw: 251
  clockPowerShare: 0
  leakage_nw: 0.583
  p_sw_uw: 115
timing:
  setup_viol: 25
  min_period_ns: 1.12
  relSlewSlack: 0.917
  hold_viol_final: 0
  rsz0062_at_grt: "true"
  clock.fmax_ghz: 0.897
  fin_crit_sh: 1.12
  worst_pin_slew_ns: 0.125
  tns_ns: -1.02
  worst_slack_ns: -0.115
  finalMaxSlewViolations: 0
logic_synthesis:
  ys_area_um2: 320
  postSynthSeqShare: 0
  netlist_instances: 38
  ys_types: 5
  yosys_cells: 38
  synth_area_per_cell_um2: 8.43
  netlist_area_um2: 320
  ys_warn_count: 1
floorplanning:
  io_pins: 42
  chipArea_um2: 6400
  die_w_um: 80
  die_h_um: 80
  placeableCoreArea_um2: 3420
  rows: 21
  fp_util: 0.0938
drt:
  drt_iter0_markers: 8
  num_vias: 548
  routed_wl_um: 2150
  first_pass_iters: 2
  via_per_inst: 3.81
  antenna_left: 0
  avgRoutedWirePerCell_um: 14.9
  route.detailed.drc: 0
  diodes: 0
finish:
  clkbuf_count: 0
  seq_area_um2: 0
  fin_util: 0.305
  drive_above_1_share: 0.796
  ff_count: 0
  design_area_um2: 1040
  area_growth_pct: 226
place:
  place_area_um2: 778
  portBuffers: 42
  finalWeightedCongestion: 0.726
status:
  status: "finished, violations left"
  violations: "negative setup slack"
run:
  maxCapViolations: 0
  tool_warnings: 34
hold_path:
  hold_path_class: "input port to primary output"
-- layer usage --
layer	vias to the layer above	GRT usage	part of all wire
met4	0	0	0
met2	35	0.0867	0.34
met5	-	0	0
li1	267	-	-
met3	0	0.0295	0.13
met1	246	0.0995	0.53
-- stage by stage --
step / std cells / setup slack, ns / hold slack, ns
4_1_cts: 143 / -0.140 / 0.751
3_5_place_dp: 123 / -0.756 / 1.39
6_report: 144 / -0.115 / 0.727
5_1_grt: 144 / -0.164 / 0.765
3_3_place_gp: 123 / -0.750 / 1.38
2_1_floorplan: 38 / 0.333 / 0.489
-- final timing paths --
path	start	to	slack, ns	cells after the start
worst max-delay path	sel[0]	A[0]	-0.12	6
worst min-delay path	data[7]	C[7]	0.73	3
-- layout by cell type (no fill, tap or decap), drive strengths merged --
cell type,n
clkdlybuf4s15,6
nor3b,8
and3b,16
buf,56
and3,8
clkbuf,4
-- power by group through the flow --
stage	clock [mW]	sequential, mW	combinational, mW
final	0	0	0.366
after global routing	0	0	0.396
after CTS	0	0	0.361
-- final cells by class --
cell class | count | area [µm²]
multi-input cells | 32 | 318
well taps | 46 | 57.6
repair buffers | 66 | 668
fillers | 360 | 2370
-- synthesized netlist by cell type (all sizes together) --
cell type,n,share of area
nor3b,8,0.19
and3b,16,0.45
and3,8,0.16
buf,6,0.21
-- cells by family after synthesis --
family	after synthesis	share of synthesized area
and+or+nand+nor	32	0.789
buffers and inverters	6	0.211
-- worst max-delay path, cell delays in order --
cell,delay [ns]
buf_12,0.12
buf_16,0.13
buf_6,0.11
buf_6,0.10
nor3b_2,0.14
buf_2,0.11
-- timing repair --
item | CTS | global route
cloned | 5 | 0
pin swaps | 9 | 3
resized | 164 | 9
setup endpoints to repair | 32 | 29
buffers inserted | 15 | 1
hold buffers | 0 | 0
No activity file was given, so power comes from the tool's default toggle rates.
